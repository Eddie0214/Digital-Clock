`design/flow/design.v`:
```
module clock (
  input        clk, 
  input        en,  
  input        clr, 
  input        load,
  input  [3:0] sd0, 
  input  [2:0] sd1, 
  input  [3:0] md0, 
  input  [2:0] md1, 
  input  [3:0] hd0, 
  input  [2:0] hd1, 
  output [3:0] sq0, 
  output [2:0] sq1,  
  output [3:0] mq0, 
  output [2:0] mq1, 
  output [3:0] hq0, 
  output [1:0] hq1, 
  output       co   
);
wire       w_clr;
wire [3:0] w_md0; 
wire [2:0] w_md1;
reg  [3:0] w_hd0;
reg  [2:0] w_hd1;
wire       w_sco;  
wire       w_mco;  
wire       w_hco;  
counter60 sec (
  .clk(clk),
  .load(load),
  .clr(w_clr),
  .en(en),
  .d0(sd0),
  .d1(sd1),
  .q0(sq0),
  .q1(sq1),
  .co(w_sco)
);
counter60 min (
  .clk(clk),
  .load(load),
  .clr(w_clr),
  .en(en & w_sco),
  .d0(w_md0),
  .d1(w_md1),
  .q0(mq0),
  .q1(mq1),
  .co(w_mco)
);
counter24 hour (
  .clk(clk),
  .load(load),
  .clr(w_clr),
  .en(en & w_mco & w_sco),
  .d0(w_hd0),
  .d1(w_hd1),
  .q0(hq0),
  .q1(hq1),
  .co(w_hco)
);
assign w_clr = clr | co;
assign co    = w_hco & w_mco & w_sco;
assign w_md0 = (!load) ? 0 :
               (md0 < 10) ? md0 : 9;
assign w_md1 = (!load) ? 0 : 
               (md1 < 6)  ? md1 : 5;
always@(load or hd0 or hd1) begin
  if (!load) begin
    w_hd0 = 0;
    w_hd1 = 0;
  end
  else begin
    if (hd1 <= 1) begin  
      w_hd1 = hd1;
      if (hd0 < 10)
        w_hd0 = hd0;
      else
        w_hd0 = 9;
    end
    else begin  
      w_hd1 = 2;
      if (hd0 < 4)
        w_hd0 = hd0;
      else
        w_hd0 = 3;
    end
  end
end                        
endmodule
module counter24 (
  input            clk,
  input            clr,
  input            load,
  input            en,
  input      [3:0] d0,
  input      [1:0] d1,
  output reg [3:0] q0,
  output reg [1:0] q1,
  output           co
);
assign co = q0[1] & q0[0] & q1[1];  
always@(posedge clk) begin
  if (clr) begin
    q0 <= 0;
    q1 <= 0;
  end
  else if (load) begin
    q0 <= d0;
    q1 <= d1;
  end
  else if (en) begin
    if (q0 == 9) begin
      q0 <= 0;
      q1 <= q1 + 1;
    end
    else if (q1 == 2 & q0 == 3) begin  
      q1 <= 0;
      q0 <= 0;
    end 
    else 
      q0 <= q0 + 1;
  end
  else begin
    q0 <= q0;
    q1 <= q1;
  end
end
endmodule
module counter60 (
  input            clk,
  input            clr,
  input            load,
  input            en,
  input      [3:0] d0,
  input      [3:0] d1,
  output reg [3:0] q0,
  output reg [2:0] q1,
  output           co
);
assign co = q1[2] & q1[0] & q0[3] & q0[0];  
always@(posedge clk) begin
  if (clr) begin
    q0 <= 0;
    q1 <= 0;
  end
  else if (load) begin
    q0 <= d0;
    q1 <= d1;
  end
  else if (en) begin
    if (q0 == 9) begin
      q0 <= 0;
      if (q1 == 5) 
        q1 <= 0;
      else
        q1 <= q1 + 1;
    end
    else 
      q0 <= q0 + 1;
  end 
  else begin
    q0 <= q0;
    q1 <= q1;
  end
end
endmodule
module digi_clock(
	input CLOCK_50,
	input [17:0]SW,
	input [3:0]KEY,
	output [6:0]  HEX2,
	output [6:0]  HEX3,
	output [6:0]  HEX4,
	output [6:0]  HEX5,
	output [6:0]  HEX6,
	output [6:0]  HEX7
);
wire w_clk;
divn #( .WIDTH(26), .N(50000000) ) 
u0 (
		.clk(CLOCK_50),
		.rst_n(KEY[0]),
		.o_clk(w_clk)
	);
clock u1(
	.clk(w_clk),
	.en(SW[17]),
	.clr(SW[16]),
	.load(SW[15]),
	.sd0(4'h0),  
	.sd1(3'h0),
	.md0(SW[3:0]),
	.md1(SW[6:4]),
	.hd0(SW[10:7]),
	.hd1(SW[13:11]),
    .sq0(w_sq0),      
    .sq1(w_sq1),      
    .mq0(w_mq0),      
    .mq1(w_mq1),      
    .hq0(w_hq0),      
    .hq1(w_hq1)       
	);
wire [3:0] w_sq0;
wire [2:0] w_sq1;
wire [3:0] w_mq0;
wire [2:0] w_mq1;
wire [3:0] w_hq0;
wire [2:0] w_hq1;
seg7_lut u2 (
  .i_dig(w_sq0),
  .o_seg(HEX2)
);
seg7_lut u3 (
  .i_dig({1'b0, w_sq1}),
  .o_seg(HEX3)
);
seg7_lut u4 (
  .i_dig(w_mq0),
  .o_seg(HEX4)
);
seg7_lut u5 (
  .i_dig({1'b0, w_mq1}),
  .o_seg(HEX5)
);
seg7_lut u6 (
  .i_dig(w_hq0),
  .o_seg(HEX6)
);
seg7_lut u7 (
  .i_dig({1'b0, w_hq1}),
  .o_seg(HEX7)
);
endmodule
module divn    (
  input  clk,
  input  rst_n,
  output o_clk
);
parameter WIDTH = 3;
parameter N     = 6;
reg [WIDTH-1:0] cnt_p;
reg [WIDTH-1:0] cnt_n;
reg             clk_p;
reg             clk_n;
assign o_clk = (N == 1) ? clk :
               (N[0])   ? (clk_p | clk_n) : (clk_p);
always@(posedge clk or negedge rst_n) begin
  if (!rst_n)
    cnt_p <= 0;
  else if (cnt_p == (N-1))
    cnt_p <= 0;
  else
    cnt_p <= cnt_p + 1;
end
always@(posedge clk or negedge rst_n) begin
  if (!rst_n) 
    clk_p <= 1;
  else if (cnt_p < (N>>1))
    clk_p = 1;
  else
    clk_p = 0;    
end
always@(negedge clk or negedge rst_n) begin
  if (!rst_n)
    cnt_n <= 0;
  else if (cnt_n == (N-1))
    cnt_n <= 0;
  else
    cnt_n <= cnt_n + 1;
end
always@(negedge clk or negedge rst_n) begin
  if (!rst_n)
    clk_n <= 1;
  else if (cnt_n < (N>>1))
    clk_n = 1;
  else
    clk_n = 0;
end
endmodule
module seg7_lut (
  input      [3:0] i_dig,
  output reg [6:0] o_seg
);
always@(i_dig) begin
  case(i_dig)
    4'h1: o_seg = 7'b111_1001;   
    4'h2: o_seg = 7'b010_0100;   
    4'h3: o_seg = 7'b011_0000;   
    4'h4: o_seg = 7'b001_1001;   
    4'h5: o_seg = 7'b001_0010;   
    4'h6: o_seg = 7'b000_0010;   
    4'h7: o_seg = 7'b111_1000;   
    4'h8: o_seg = 7'b000_0000;   
    4'h9: o_seg = 7'b001_1000;   
    4'ha: o_seg = 7'b000_1000;
    4'hb: o_seg = 7'b000_0011;
    4'hc: o_seg = 7'b100_0110;
    4'hd: o_seg = 7'b010_0001;
    4'he: o_seg = 7'b000_0110;
    4'hf: o_seg = 7'b000_1110;
    4'h0: o_seg = 7'b100_0000;
  endcase
end
endmodule
```
`design/flow/run.sh`:
```
#!/bin/bash
# OpenROAD 26Q1-2900-gdf79404cd8, Yosys 0.63+post, stock flow scripts
make -C /OpenROAD-flow-scripts/flow DESIGN_CONFIG=/design/flow/config.mk WORK_HOME=/design/flow/orfs finish
```
`design/flow/config.mk`:
```
export PLATFORM = sky130hd
export DESIGN_NAME = digi_clock
export DESIGN_NICKNAME = digi_clock
export VERILOG_FILES = /design/flow/design.v
export SDC_FILE = /design/flow/constraint.sdc
export NUM_CORES = 4
export LEC_CHECK = 1
export CORE_UTILIZATION = 40
```
`design/flow/constraint.sdc`:
```
current_design digi_clock

set clk_period 4.0
set clk_io_pct 0.2

create_clock -name clk0 -period $clk_period [get_ports {CLOCK_50}]

set non_clock_inputs [all_inputs -no_clocks]
set_input_delay [expr $clk_period * $clk_io_pct] -clock clk0 $non_clock_inputs
set_output_delay [expr $clk_period * $clk_io_pct] -clock clk0 [all_outputs]
```
==> impl_metrics.py <==
# Auto-generated metrics
metrics = {
    "pwr": {
        "p_seq_share_pct": 44.1,
        "p_leak_nw": 2.31,
        "p_sw_mw": 0.156,
        "internal_power_mw": 0.470,
        "p_clk_share_pct": 35.2,
        "power_mw": 0.626,
        "p_sw_share_pct": 24.9,
        "p_comb_share_pct": 20.8,
        "vdd_ir_drop_max_mv": 0.341,
        "p_per_area_nw_per_um2": 116,
    },
    "clock_network": {
        "cts_resized": 0,
        "insertion_delay_ps": 250,
        "cts_root_buf": "clkbuf_16",
        "cts_hold_buf": 0,
        "cts_tree": "built",
        "cts_buffer_depth": 2,
        "cts.clk_slew.worst_paths_ps": 60,
        "ctsHtreeMaxLevel": 1,
        "postCtsSetupRepairBufs": 0,
        "numCtsBuffers": 3,
    },
    "global_route": {
        "grt_pass1_wl_mm": 14.6,
        "grt_pass1_vias": 3205,
        "globalRouteOverflowTotal": 0,
        "grt_max_degree": 52,
        "grt_antenna_before_repair": 0,
        "track_usage_pct": 15.3,
    },
    "final_timing": {
        "finalMaxSlewViolations": 0,
        "untimed_endpoints": 101,
        "hold_viol_final": 0,
        "max_freq_ghz": 0.457,
        "slew_headroom_pct": 46.3,
        "min_period_over_period_pct": 54.8,
        "holdWs_ps": 447,
        "worstMarginPinSlew_ps": 799,
        "rsz0062_at_grt": "no",
        "setup_viol": 0,
        "setup_tns_ps": 0,
        "post-route-min-period_ps": 2190,
        "unclocked_regs": 60,
        "skew_ps": 1.72,
    },
    "synthesis": {
        "ys_ff": 87,
        "adder_share_pct": 8.43,
        "synth-edff-count": 0,
        "yosys_most_used_dff": "dfxtp_1",
        "ys_types": 76,
        "yosysCellCount": 494,
        "synthXorXnorAreaFrac_pct": 4.95,
        "muxShareOfSynthArea_pct": 4.70,
        "yosys_warnings": 9,
        "syn_area_um2": 4600,
        "synthAoiAreaFrac_pct": 14.0,
        "synthTopCellsByArea": "dfxtp_1 (26%), dfrtp_1 (14%), ha_1 (8.4%)",
        "ys_chip_area_um2": 4600,
        "synthTopLogicFamily": "simple AND/OR/NAND/NOR gates",
        "ys_seq_share_pct": 40.8,
        "synthCells": 494,
        "avgSynthCellArea_um2": 9.32,
        "async_flop_share_pct": 31.0,
        "simple_gate_area_share_pct": 21.8,
        "synthTopCellsByCount": "dfxtp_1 (60), nor2_1 (44), ha_1 (31), inv_1 (31), nand3_1 (28)",
        "top_area_share_pct": 26.1,
        "most_common_cell": "dfxtp_1",
        "top_area_cell": "dfxtp_1",
    },
    "die": {
        "die_area_um2": 11900,
        "die_width_um": 109,
        "die_h_um": 109,
        "initCoreUtil_pct": 41.7,
        "rows": 38,
        "coreArea_um2": 11000,
        "pin_count": 65,
    },
    "route": {
        "insertedDiodeCount": 0,
        "vias": 3509,
        "drc": 0,
        "wire_per_inst_um": 12.3,
        "drt_pass1_iterations": 4,
        "drt_wl_total_mm": 8.42,
        "drt_iter0_markers": 134,
        "ant_nets": 0,
        "viasPerCell": 5.12,
    },
    "worst_hold_path": {
        "holdPathStages": 1,
        "holdCritStartpoint": "u0.cnt_p[25]$_DFF_PN0_",
        "hp-class": "reg2reg",
    },
    "critical_path": {
        "cp-end-kind": "flop",
        "path_class": "reg2reg",
        "arrival_ps": 2340,
        "cp_max_fo": 6,
        "rr_worst_depth": 7,
        "reg2reg_from": "u0.cnt_p[0]$_DFF_PN0_",
        "worstPathRequired_ps": 4150,
        "critPathLaunch": "u0.cnt_p[0]$_DFF_PN0_",
        "start_kind": "flop",
    },
    "placement": {
        "gp_congestion": 0.855,
        "portBuffers": 59,
        "place_hpwl_mm": 6.34,
        "post_dp_cell_area_um2": 5300,
        "dp_cells": 681,
    },
    "final_layout": {
        "drive_gt1_share_pct": 5.87,
        "finalInstanceArea_um2": 5370,
        "syn2layout_area_growth_pct": 16.7,
        "instances_no_fill": 685,
    },
    "run_status": {
        "status": "completed",
    },
    "job": {
        "warning_count": 50,
        "maxCapViolCount": 0,
    },
}
[metrics by stage]
step / setup slack (ps) / utilization (%)
floorplan: 2120 / -
global placement: 1800 / 48.0
detailed placement: 1780 / 48.0
CTS: 1770 / 48.7
global route: 1570 / 48.7
finish: 1810 / 48.7
[worst max-delay path, cell delays in order (launching register included)]
cell     delay (ps)
dfrtp_1         400
ha_1            300
nand2_1          80
nor4_1          630
and3_1          360
nand3_1         120
xor2_1          150
nor2_1           50
[layout make-up]
class                   instances  area, um2
well taps                     140        175
repair buffers                 64        628
fillers                      1045       5660
flip-flops and latches         87       1880
multi-input cells             356       2480
inverters                      34        130
clock buffers                   4       78.8
[registers in the layout, summed over array words and instances (netlist names), 4 cells and up]
register    cells
HEX4            7
u1.hour.q0      4
u0.cnt_p       26
HEX3            7
HEX7            5
HEX6            7
HEX5            7
u1.sec.q0       4
HEX2            7
u1.min.q0       4
[final timing paths]
kind | to | slack, ps
hold reg to reg | u0.clk_p$_DFF_PN1_ | 450
setup reg to reg | u0.cnt_p[22]$_DFF_PN0_ | 1810
max in group asynchronous | u0.clk_p$_DFF_PN1_ | 2790
min in group asynchronous | u0.cnt_p[1]$_DFF_PN0_ | 910
hold / removal | u0.clk_p$_DFF_PN1_ | 450
setup / recovery | u0.cnt_p[22]$_DFF_PN0_ | 1810
[metal layers]
layer  global-route usage, %  up-vias  share of wire, %
met5                       0        -                 0
met4                   0.381        0              0.17
met3                   0.914        2               3.0
met2                    23.8       61                44
met1                    25.3     1603                53
li1                        -     1843                 -
[power by group through the flow]
stage / Sequential (mW) / Clock [mW] / Combinational, mW
final: 0.276 / 0.220 / 0.130
after CTS: 0.276 / 0.226 / 0.132
after global routing: 0.275 / 0.241 / 0.148
[kinds of logic (layout without fill, tap and decap cells)]
kind of cell	after synthesis	count (layout)
AND-OR/OR-AND	92	92
multiplexers	20	20
other	1	1
buffers and inverters	51	102
AND/OR/NAND/NOR	186	186
flip-flops	87	87
adder cells (fa/ha/maj)	31	31
XOR/XNOR	26	26
[placed cells by master (no fill, tap or decap), drive strengths merged, types with 5 or more instances in the layout]
cell | netlist | routed
clkdlybuf4s50 | 0 | 59
buf | 15 | 5
nand3 | 28 | 28
o22ai | 7 | 7
dfrtp | 26 | 26
a21oi | 17 | 17
and3 | 9 | 9
nor2b | 10 | 10
nand4 | 6 | 6
nor3 | 17 | 17
or3 | 7 | 7
ha | 31 | 31
mux2 | 7 | 7
mux2i | 13 | 13
and2 | 7 | 7
nand2b | 7 | 7
nand2 | 28 | 28
inv | 34 | 34
o21ai | 20 | 20
nor2 | 44 | 44
xor2 | 12 | 12
dfxtp | 60 | 60
xnor2 | 14 | 14
Power is estimated from default activity; no workload was simulated.
